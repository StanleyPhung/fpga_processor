[design/flow/run.sh]
#!/bin/bash
# OpenROAD 26Q1-2900-gdf79404cd8, Yosys 0.63+post, stock flow scripts
make -C /OpenROAD-flow-scripts/flow DESIGN_CONFIG=/design/flow/config.mk WORK_HOME=/design/flow/orfs finish
[design/flow/config.mk]
export PLATFORM = sky130hd
export DESIGN_NAME = reg_display
export DESIGN_NICKNAME = reg_display
export VERILOG_FILES = /design/flow/design.v
export SDC_FILE = /design/flow/constraint.sdc
export NUM_CORES = 4
export LEC_CHECK = 1
export CORE_AREA = 10 10 111 111
export DIE_AREA = 0 0 121 121
[design/flow/constraint.sdc]
current_design reg_display

set clk_period 7.6
set clk_io_pct 0.2

create_clock -name clk0 -period $clk_period

set non_clock_inputs [all_inputs -no_clocks]
set_input_delay [expr $clk_period * $clk_io_pct] -clock clk0 $non_clock_inputs
set_output_delay [expr $clk_period * $clk_io_pct] -clock clk0 [all_outputs]
[design/flow/design.v]
module four_bit_binary_to_7Seg(binary, sevenSeg);
	input[3:0] binary;
	output reg[6:0]  sevenSeg;
	always @(binary) begin
		case (binary)
		4'b0000 : begin sevenSeg = 7'b1000000; end
		4'b0001 : begin sevenSeg = 7'b1111001; end
		4'b0010 : begin sevenSeg = 7'b0100100; end
		4'b0011 : begin sevenSeg = 7'b0110000; end
		4'b0100 : begin sevenSeg = 7'b0011001; end
		4'b0101 : begin sevenSeg = 7'b0010010; end
		4'b0110 : begin sevenSeg = 7'b0000010; end
		4'b0111 : begin sevenSeg = 7'b1111000; end
		4'b1000 : begin sevenSeg = 7'b0000000; end
		4'b1001 : begin sevenSeg = 7'b0010000; end
		4'b1010 : begin sevenSeg = 7'b0001000; end
		4'b1011 : begin sevenSeg = 7'b0000011; end
		4'b1100 : begin sevenSeg = 7'b1000110; end
		4'b1101 : begin sevenSeg = 7'b0100001; end
		4'b1110 : begin sevenSeg = 7'b0000110; end
		4'b1111 : begin sevenSeg = 7'b0001110; end
		default : begin sevenSeg = 7'b0111111; end
	endcase
	end
endmodule
module reg_display (
    input [2:0] SW,                   
    input [15:0] R0, R1, R2, R3, R4, R5, R6, R7,
    output [6:0] HEX0, HEX1, HEX2, HEX3
);
    reg [15:0] selected_value;
    always @(*) begin
        case (SW)
            3'b000: selected_value = R0;
            3'b001: selected_value = R1;
            3'b010: selected_value = R2;
            3'b011: selected_value = R3;
            3'b100: selected_value = R4;
            3'b101: selected_value = R5;
            3'b110: selected_value = R6;
            3'b111: selected_value = R7;
            default: selected_value = 16'h0000;
        endcase
    end
    four_bit_binary_to_7Seg FB1(.binary(selected_value[3:0]),   .sevenSeg(HEX0));
    four_bit_binary_to_7Seg FB2(.binary(selected_value[7:4]),   .sevenSeg(HEX1));
    four_bit_binary_to_7Seg FB3(.binary(selected_value[11:8]),  .sevenSeg(HEX2));
    four_bit_binary_to_7Seg FB4(.binary(selected_value[15:12]), .sevenSeg(HEX3));
endmodule
==> impl_metrics.tcl <==
# flow metrics
set metrics [dict create \
    worstPathArrival_ns 4.61 \
    grt_pass1_vias 2987 \
    ys_types 53 \
    run_status "finished clean" \
    cts-resized-gates 0 \
    dp_slack_ns 1.46 \
    holdBufCountCts 0 \
    dieArea_um2 14600 \
    num_vias 2734 \
    tool_warnings 52 \
    antenna_found_initial 0 \
    cp-end-kind "output pin" \
    fillCellCount 950 \
    die_x_um 121 \
    leakagePower_uw 0.00155 \
    path_class "in2out" \
    path_cells "buf_2, buf_4, nand2b_1, nor2_1, a211oi_1, o22ai_1, inv_1, ha_1, mux4_2, clkdlybuf4s50_1" \
    min_period_ns 6.13 \
    hold_violations 0 \
    rsz0062_at_grt "no" \
    grt_pass1_wl_um 16100 \
    layout-drive-gt1-share_pct 10.9 \
    wl_per_cell_um 18.6 \
    ios 159 \
    drt_iter0_markers 111 \
    drc 0 \
    wirelength_um 10500 \
    worstHoldPathType "in2out" \
    layout_top_cells "clkdlybuf4s50_1, mux2i_1, ha_1" \
    setup_viol 0 \
    peakVddDrop_v 0.0000414 \
    num_rows 36 \
    area_leaders "mux2i_1, ha_1, o22ai_2" \
    worst_pin_slew_ns 0.818 \
    max_stage_delay_ns 0.50 \
    yosys-stat-area_um2 2240 \
    area_growth_syn_to_layout_pct 72.5 \
    ys_cells 288 \
    netlist_area_um2 2240 \
    dp_hpwl_um 8880 \
    flop-count 0 \
    synth_seq_share_pct 0 \
    worst-path-max-fanout 23 \
    via_per_inst 4.84 \
    slew_headroom_pct 45.4 \
    placed_cell_area_um2 3860 \
    cp.required_ns 6.08 \
    synthCells 288 \
    cellPowerDensity_nw_per_um2 82.5 \
    seqCellArea_um2 0 \
    tns_ns 0 \
    startpoint_type "input port" \
    top_cell_area_share_pct 15.6 \
    layout_top_cell "clkdlybuf4s50_1" \
    post_cts_buffers 0 \
    cp_num_buf_inv 4 \
    antenna_cells 0 \
    slew_viol_final 0 \
    cp_top_family "buffers and inverters" \
    final_cell_area_um2 3860 \
    core-area_um2 9860 \
    fmax_mhz 163 \
    gr-usage-all-layers_pct 13.6 \
    gp_congestion 0.990 \
    largest_area_cell "mux2i_1" \
    die_height_um 121 \
    port_buffers 159 \
    crit_path_top_delay_cell "o22ai_1" \
    fp_util_pct 22.7 \
    grt_max_degree 41 \
    postRouteAntennaNets 0 \
    clock_buffers 0 \
    gr-total-overflow 0 \
    finalCritPeriodShare_pct 80.6 \
    syn_avg_cell_area_um2 7.78 \
    cap_violations 0 \
    fin_ws_ns 1.47 \
    drt-pass1-iter-count 4 \
    synth-warning-count 2 \
]
cells in the mapped netlist, types with 7 or more instances:
library cell  instances
mux2_2                7
o21ai_1               7
buf_2                 8
nand2_1              20
mux2i_1              35
nand2b_1              9
a21oi_1              11
ha_1                 24
inv_1                23
o22ai_1              16
o22ai_2              11
nor2_1               14
nand3_1              10
layer usage:
layer	track usage [%]	vias to the layer above	share of wire, %
met4	1.06	0	0.85
met5	0	-	0
li1	-	1373	-
met2	23.7	113	48
met1	16.6	1244	42
met3	4.44	4	9.4
worst paths after layout:
check	start	to	slack [ns]	depth (start not counted)
max	SW[2]	HEX3[3]	1.47	10
min	SW[2]	HEX3[2]	4.19	6
power by group:
part	switching, µW	internal [µW]
Clock	0	0
Sequential	0	0
Combinational	126	193
worst min-delay path: cells and delay by family:
family / cells / cell delay [ns]
compound gates: 2 / 0.24
buf+inv: 2 / 0.66
simple gates: 2 / 0.24
cell type report:
| cell class | count | area (µm²) | share of cell area, % |
|---|---|---|---|
| timing repair buffer | 163 | 1610 | 41.6 |
| tap | 133 | 166 | 4.31 |
| multi-input combinational | 242 | 1990 | 51.5 |
| inverter | 27 | 101 | 2.62 |
stage by stage:
stage	cells	util, %	hold WS, ns	total power, µW
2_1_floorplan	288	-	3.20	160
3_3_place_gp	565	39.2	4.19	320
3_5_place_dp	565	39.2	4.19	320
4_1_cts	565	39.2	4.20	322
5_1_grt	565	39.2	4.28	350
6_report	565	39.2	4.19	319
cells by family after synthesis:
| family | count (synthesis) | synth area share (%) |
|---|---|---|
| AOI/OAI and AO/OA | 95 | 33.6 |
| and+or+nand+nor | 71 | 16.5 |
| muxes | 48 | 23.7 |
| buffers and inverters | 46 | 11.2 |
| adders and majority gates | 24 | 13.4 |
| xor gates and xnor gates | 4 | 1.56 |
Power is estimated from default activity; no workload was simulated.
